===== design/flow/config.mk =====
export PLATFORM = sky130hd
export DESIGN_NAME = rob_bypasses_reg_file
export DESIGN_NICKNAME = rob_bypasses_reg_file
export VERILOG_FILES = /design/flow/design.v
export SDC_FILE = /design/flow/constraint.sdc
export NUM_CORES = 4
export LEC_CHECK = 1
export CORE_AREA = 10 10 110 110
export DIE_AREA = 0 0 120 120

===== design/flow/constraint.sdc =====
current_design rob_bypasses_reg_file

set clk_period 2.2
set clk_io_pct 0.2

create_clock -name clk0 -period $clk_period [get_ports {clk}]

set non_clock_inputs [all_inputs -no_clocks]
set_input_delay [expr $clk_period * $clk_io_pct] -clock clk0 $non_clock_inputs
set_output_delay [expr $clk_period * $clk_io_pct] -clock clk0 [all_outputs]

===== design/flow/design.v =====
module rob_bypasses_reg_file#(parameter NUM_REGISTERS = 8, parameter LOG_NUM_REGISTERS=3, parameter WIDTH = 3)
( 
  input clk,
  input [LOG_NUM_REGISTERS-1:0]rb,  
  input [LOG_NUM_REGISTERS-1:0]ra,
  output reg [WIDTH-1:0] a,
  output reg [WIDTH-1:0] b,
  input [WIDTH-1:0] d,
  input [LOG_NUM_REGISTERS-1:0] writeAddr,
  input writeEnable,  
  input reset
  );
  wire [7:0] writeEnableInternal1;
  wire [WIDTH*NUM_REGISTERS - 1:0]concatenated_outputs;  
  always @(*)
    begin
      case(ra)
        3'b000: a <= concatenated_outputs[WIDTH-1:0];
        3'b001: a <= concatenated_outputs[2*WIDTH-1:WIDTH];
        3'b010: a <= concatenated_outputs[3*WIDTH-1:2*WIDTH];
        3'b011: a <= concatenated_outputs[4*WIDTH-1:3*WIDTH];
        3'b100: a <= concatenated_outputs[5*WIDTH-1:4*WIDTH];
        3'b101: a <= concatenated_outputs[6*WIDTH-1:5*WIDTH];
        3'b110: a <= concatenated_outputs[7*WIDTH-1:6*WIDTH];
        3'b111: a <= concatenated_outputs[8*WIDTH-1:7*WIDTH];
      endcase
      case(rb)
        3'b000: b <= concatenated_outputs[WIDTH-1:0];
        3'b001: b <= concatenated_outputs[2*WIDTH-1:WIDTH];
        3'b010: b <= concatenated_outputs[3*WIDTH-1:2*WIDTH];
        3'b011: b <= concatenated_outputs[4*WIDTH-1:3*WIDTH];
        3'b100: b <= concatenated_outputs[5*WIDTH-1:4*WIDTH];
        3'b101: b <= concatenated_outputs[6*WIDTH-1:5*WIDTH];
        3'b110: b <= concatenated_outputs[7*WIDTH-1:6*WIDTH];
        3'b111: b <= concatenated_outputs[8*WIDTH-1:7*WIDTH];
      endcase
    end
  decode3 we_dec
  ( 
    .writeEnable(writeEnable),
    .d(writeAddr),
    .q(writeEnableInternal1)
  );
  genvar i;
  generate
    for (i=0; i<NUM_REGISTERS; i=i+1)
      begin: gen_regfile
        register#(WIDTH) my_register(.clk(clk), .d(d), .enable(writeEnableInternal1[i]), 
          .reset(reset), 
          .q(concatenated_outputs[(i + 1)*WIDTH - 1:i*WIDTH]));
      end  
  endgenerate
endmodule
module decode3
( 
input writeEnable,
input [2:0] d,
output reg [7:0] q
);
always @(*)
begin
  if (writeEnable == 0)
    begin
      q = 8'h00;
    end
  else
    begin
      case(d)
        3'b000: q <= 8'b00000001;
        3'b001: q <= 8'b00000010;
        3'b010: q <= 8'b00000100;
        3'b011: q <= 8'b00001000;
        3'b100: q <= 8'b00010000;
        3'b101: q <= 8'b00100000;
        3'b110: q <= 8'b01000000;
        3'b111: q <= 8'b10000000;
        default: q <= 8'b00000000;
      endcase
    end
end
endmodule
module flip_flop(clk, d, enable, reset, q);
input clk, d, enable, reset;
output reg q;
always @(posedge clk)
begin
    if (reset == 0) begin
      q <= 0;  
    end
  else if (enable === 1) begin
      q <= d;
  end 
end
endmodule
module register#(parameter WIDTH = 16)
(
  input clk,
  input [WIDTH-1:0] d,
  input enable,
  input reset,
  output [WIDTH-1:0] q
  );
  genvar i;
  generate
    for (i=0; i< WIDTH; i=i+1)
      begin: gen_register
        flip_flop my_flip_flop(.clk(clk), .d(d[i]), .enable(enable), 
          .reset(reset), .q(q[i]));
      end
  endgenerate
endmodule

===== design/flow/run.sh =====
#!/bin/bash
# OpenROAD 26Q1-2900-gdf79404cd8, Yosys 0.63+post, stock flow scripts
make -C /OpenROAD-flow-scripts/flow DESIGN_CONFIG=/design/flow/config.mk WORK_HOME=/design/flow/orfs finish

==> results.py <==
# Synthesis and PnR figures
metrics = {
    "status": {
        "status": "complete, no violations",
    },
    "floorplanning": {
        "die_y_um": 120,
        "fp_util_pct": 14.38,
        "num_rows": 36,
        "die_x_um": 120,
        "dieArea_sq_mm": 0.01440,
        "coreArea_sq_mm": 0.009774,
        "boundaryPins": 21,
    },
    "place": {
        "postPlaceCellArea_sq_mm": 0.001836,
        "portBuffers": 20,
        "gp_congestion": 0.7843,
        "dpl.hpwl_mm": 2.952,
    },
    "synthesis": {
        "ys_types": 27,
        "ys_cells": 143,
        "synth_area_sq_mm": 0.001405,
        "ys_chip_area_sq_mm": 0.001405,
        "synth-edff-count": 0,
        "avgSynthCellArea_sq_um": 9.826,
        "ys_ff": 24,
        "flop_cell": "dfxtp_1",
        "synth_warnings": 3,
        "netlist_instances": 143,
        "ys_async_sr_fraction_pct": 0,
        "postSynthSeqShare_pct": 34.19,
    },
    "global_route": {
        "grt_pass1_vias": 1124,
        "use_met2_pct": 7.737,
        "grt_pass1_wl_mm": 6.299,
        "met1_usage_pct": 7.758,
        "met3_usage_pct": 1.999,
        "gr-max-usage-layer": "met1",
        "grt_max_degree": 25,
        "track_usage_pct": 5.349,
        "gr-total-overflow": 0,
        "antenna_found_initial": 0,
    },
    "timing": {
        "max_freq_mhz": 469.6,
        "hold_violations": 0,
        "whs_ps": 549.3,
        "skew_ps": 0,
        "finalSetupViolations": 0,
        "finalWorstPathRequiredPeriod_ps": 2130,
        "relSlewSlack_pct": 52.48,
        "min_period_over_period_pct": 96.80,
        "final_max_slew_viol_count": 0,
        "tightest_slew_ps": 710.6,
    },
    "final_layout": {
        "reg_top3": "gen_regfile.my_register.gen_register.my_flip_flop.q x24",
        "layout-drive-gt1-share_pct": 26.44,
        "fillers": 1067,
        "regMostFlops": "gen_regfile.my_register.gen_register.my_flip_flop.q",
        "layout_top_cell": "nor2b_1",
        "mostFrequentLayoutCells": "28 x nor2b_1, 26 x mux2i_1, 23 x dfxtp_1",
        "combGateArea_sq_um": 913.4,
        "regArea_sq_um": 481.7,
        "syn_to_final_growth_pct": 40.16,
        "largest_reg_flops": 24,
        "final_area_sq_mm": 0.001969,
    },
    "power": {
        "power_density_mw_per_mm2": 513.0,
        "total_power_mw": 1.010,
        "p_leak_nw": 0.7511,
        "vdd_drop_max_v": 0.0002697,
    },
    "clock_network": {
        "cts_tree": "done",
        "clock-sinks": 24,
        "h-tree-depth": 1,
        "clk_pin_slew_ps": 90,
        "insertion_delay_ps": 260,
        "cts_made_buffers": 3,
        "root_buffer": "clkbuf_8",
        "clk_path_buf_depth": 2,
    },
    "detailed_routing": {
        "diodes": 0,
        "routedWlPerCell_um": 13.05,
        "final_antenna_net_count": 0,
        "totalWireLength_mm": 4.005,
        "vias": 1166,
        "post_drt_via_cell_ratio": 3.798,
        "drc_errors": 0,
        "dr.pass1.iters": 4,
        "drtIter0Drc": 75,
    },
    "run": {
        "max-cap-violations": 0,
        "warnings": 25,
    },
    "worst_setup_path": {
        "critPathKind": "input port to primary output",
        "arrival_ps": 1690,
        "cp-end-kind": "primary output",
        "required_ps": 1760,
        "worst_setup_path_start_kind": "input port",
        "crit_fanout": 5,
    },
    "min_path": {
        "holdCritPathClass": "flop to flop",
    },
}
## report_power, final
group / internal (mW) / leakage [nW] / switching [mW]
Clock: 0.243 / 0.0357 / 0.145
Sequential: 0.444 / 0.195 / 0.00896
Combinational: 0.0947 / 0.521 / 0.0746
Total: 0.782 / 0.751 / 0.229
## metal layers
| metal | vias to the layer above | wire length (um) |
|---|---|---|
| met3 | 2 | 320 |
| met5 | - | 0 |
| met1 | 563 | 2049 |
| met4 | 0 | 19 |
| li1 | 574 | - |
| met2 | 27 | 1616 |
## stage by stage
| stage | utilization, % | cells | setup slack, ps | setup TNS (ps) |
|---|---|---|---|---|
| floorplan | - | 143 | 415.7 | 0 |
| global placement | 18.78 | 300 | -460.6 | -2424 |
| detailed placement | 18.78 | 300 | -455.3 | -2485 |
| CTS | 19.91 | 307 | 6.062 | 0 |
| global route | 20.15 | 307 | -8.781 | -8.781 |
| finish | 20.15 | 307 | 70.42 | 0 |
## final timing paths
| kind | cells past startpoint | from | slack [ps] | to |
|---|---|---|---|---|
| max | 6 | rb[0] | 70 | b[1] |
| min | 2 | flop | 550 | flop |
| max reg2reg | 2 | flop | 1530 | flop |
| min reg2reg | 2 | flop | 550 | flop |
## area by class of cell
type,count,area share [%]
clock buffer,3,2.097
clock inverter,1,1.525
inverter,1,0.1906
multi-input combinational,107,46.38
sequential,24,24.46
tap,133,8.450
timing repair buffer,38,16.90
## Yosys cell counts, types with 2 or more instances
master	number	share of area (%)
nor2b_1	28	12
mux2i_1	26	19
dfxtp_1	24	34
nand2_1	10	2.7
clkbuf_1	7	1.9
mux4_2	5	8.0
nor2_1	5	1.3
a21oi_1	3	1.1
a31oi_1	3	1.3
buf_2	3	1.1
mux2_2	3	2.4
nand2b_1	3	1.3
nand4b_1	3	1.9
a311oi_1	2	1.2
nand3b_1	2	1.1
nor3_2	2	1.4
nor3b_2	2	1.8
o22a_1	2	1.2
o32ai_1	2	1.2
## cells by family after synthesis
group / Yosys count / synth area share (%)
AND-OR/OR-AND: 15 / 7.748
multiplexers: 34 / 28.94
buffers and inverters: 12 / 3.740
AND/OR/NAND/NOR: 58 / 25.38
flip-flops: 24 / 34.19
## worst max-delay path: stages
cell	delay, ps
dlygate4sd2_1	270
buf_6	140
a211oi_2	230
a21oi_2	50
nor2_1	90
clkdlybuf4s50_1	470
## timing repair
item / in CTS / in global routing
setup endpoints to repair: 6 / 3
buffers inserted: 2 / 0
endpoints found under the hold margin: 0 / 0
pin swaps: 5 / 5
gates cloned: 1 / 0
hold buffers: 0 / 0
resized: 29 / 9
Power figures rest on the tool's default switching activity, not on a simulated workload.
