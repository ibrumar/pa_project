### ./design.v
module register_file#(parameter NUM_REGISTERS = 8, parameter LOG_NUM_REGISTERS=3, parameter WIDTH = 16)
( 
  input clk,
  input [LOG_NUM_REGISTERS-1:0]rb,  
  input [LOG_NUM_REGISTERS-1:0]ra,
  output reg [WIDTH-1:0] a,
  output reg [WIDTH-1:0] b,
  input [WIDTH-1:0] d,
  input [LOG_NUM_REGISTERS-1:0] writeAddr,
  input writeEnable,  
  input reset
  );
  wire [7:0] writeEnableInternal1;
  wire [WIDTH*NUM_REGISTERS - 1:0]concatenated_outputs;  
  always @(*)
    begin
      case(ra)
        3'b000: a <= concatenated_outputs[15:0];
        3'b001: a <= concatenated_outputs[31:16];
        3'b010: a <= concatenated_outputs[47:32];
        3'b011: a <= concatenated_outputs[63:48];
        3'b100: a <= concatenated_outputs[79:64];
        3'b101: a <= concatenated_outputs[95:80];
        3'b110: a <= concatenated_outputs[111:96];
        default: a <= concatenated_outputs[127:112];
      endcase
    end
  always @(*)
    begin
      case(rb)
        3'b000: b <= concatenated_outputs[15:0];
        3'b001: b <= concatenated_outputs[31:16];
        3'b010: b <= concatenated_outputs[47:32];
        3'b011: b <= concatenated_outputs[63:48];
        3'b100: b <= concatenated_outputs[79:64];
        3'b101: b <= concatenated_outputs[95:80];
        3'b110: b <= concatenated_outputs[111:96];
        default: b <= concatenated_outputs[127:112];
      endcase
    end
  decode3 we_dec
  ( 
    .writeEnable(writeEnable),
    .d(writeAddr),
    .q(writeEnableInternal1)
  );
  genvar i;
  generate
    for (i=0; i<NUM_REGISTERS; i=i+1)
      begin: gen_regfile
        register my_register(.clk(clk), .d(d), .enable(writeEnableInternal1[i]), 
          .reset(reset), 
          .q(concatenated_outputs[(i + 1)*WIDTH - 1:i*WIDTH]));
      end  
  endgenerate
endmodule
module decode3
( 
input writeEnable,
input [2:0] d,
output reg [7:0] q
);
always @(*)
begin
  if (writeEnable == 0)
    begin
      q = 8'h00;
    end
  else
    begin
      case(d)
        3'b000: q <= 8'b00000001;
        3'b001: q <= 8'b00000010;
        3'b010: q <= 8'b00000100;
        3'b011: q <= 8'b00001000;
        3'b100: q <= 8'b00010000;
        3'b101: q <= 8'b00100000;
        3'b110: q <= 8'b01000000;
        3'b111: q <= 8'b10000000;
        default: q <= 8'b00000000;
      endcase
    end
end
endmodule
module flip_flop(clk, d, enable, reset, q);
input clk, d, enable, reset;
output reg q;
always @(posedge clk)
begin
    if (reset == 0) begin
      q <= 0;  
    end
  else if (enable === 1) begin
      q <= d;
  end 
end
endmodule
module register#(parameter WIDTH = 16)
(
  input clk,
  input [WIDTH-1:0] d,
  input enable,
  input reset,
  output [WIDTH-1:0] q
  );
  genvar i;
  generate
    for (i=0; i< WIDTH; i=i+1)
      begin: gen_register
        flip_flop my_flip_flop(.clk(clk), .d(d[i]), .enable(enable), 
          .reset(reset), .q(q[i]));
      end
  endgenerate
endmodule
### ./run.sh
#!/bin/bash
# OpenROAD 26Q1-2900-gdf79404cd8, Yosys 0.63+post, stock flow scripts
make -C /OpenROAD-flow-scripts/flow DESIGN_CONFIG=/design/flow/config.mk WORK_HOME=/design/flow/orfs finish
### ./config.mk
export PLATFORM = sky130hd
export DESIGN_NAME = register_file
export DESIGN_NICKNAME = register_file
export VERILOG_FILES = /design/flow/design.v
export SDC_FILE = /design/flow/constraint.sdc
export NUM_CORES = 4
export LEC_CHECK = 1
export CORE_UTILIZATION = 40
### ./constraint.sdc
current_design register_file

set clk_period 4.5
set clk_io_pct 0.2

create_clock -name clk0 -period $clk_period [get_ports {clk}]

set non_clock_inputs [all_inputs -no_clocks]
set_input_delay [expr $clk_period * $clk_io_pct] -clock clk0 $non_clock_inputs
set_output_delay [expr $clk_period * $clk_io_pct] -clock clk0 [all_outputs]
==> run summary <==
setup_tns: 0 ps
starting density of the core: 41.52%
# DRC: 0
wire per inst: 21.33 um
PortBufs: 59
MUX area fraction: 4.588%
die span in x: 136.9 um
max FFs per register: 128
clk buf depth: 2
main flop type: dfxtp_1
Setup Slack @ Placement: 461.3 ps
Layout area overhead: 15.91%
worst min-delay path class: flip-flop to flip-flop
yosys warns: 3
Setup CP Type: input port to output pin
Tot GR Track Use: 28.13%
Synth flops: 128
GRT overflow: 0
Cell area leaders: dfxtp_1, nand2_1, a21boi_1
CP Data Required Time: 3600 ps
starting DRC count in detailed routing: 634
Hold Fails Final Rpt: 0
crit path DAT: 3150 ps
Post-CTS Hold Buffers: 0
area share, top type: 35.19%
Routed WL: 24740 um
die height: 136.9 um
chip area: 18750 um2
Critical Path Max Stage Delay: 810 ps
Main logic family: AND-OR/OR-AND gates
Worst Path Buf+Inv: 2
row count: 48
post-synthesis instance total: 901
largest area contributor in the netlist: dfxtp_1
OpenROAD warnings: 25
post-CTS setup buffers: 0
CP max-delay cell: clkdlybuf4s50_1
Post-synth seq share: 35.19%
YS chip area: 7282 um2
final setup vio count: 0
FMAX: 247.0 MHz
met3 Resource Use GR: 6.160%
core box area: 17540 um2
CP top delay family: buffers and inverters
Tot Pwr: 2876 uW
CP endpoint kind: output pin
FILL cells: 1736
RD Place Congestion: 0.9728
fa+ha+maj area frac: 0%
CP Launch Type: input port
CTS tree: yes
cts repair resizes: 0
worst IR drop on VDD: 0.3090 mV
RSZ-0062 raised after global routing: no
max-slew violations: 0
routed vias: 6772
CP max FO: 14
Critical Path, Cell by Cell: clkdlybuf4s50_1 -> and2_1 -> a221oi_1 -> o22ai_1 -> clkdlybuf4s50_1
Yosys cell types: 47
number of nets still failing antenna checks after routing: 0
CTS Buf Count: 17
Largest Register: gen_regfile.my_register.gen_register.my_flip_flop.q
io pins: 60
H-tree Lvls: 4
Power Density: 340.8 nW/um2
largest net degree at the start of global routing: 84
Post-Synth Simple-Gate Area: 23.99%
fin worst setup slack: 450.9 ps
Ant. Diodes: 0
FFs w/ async S/R, synth: 0%
flip-flops with a built-in enable: 0
number of antenna violations at the first check in global routing: 0
Tmin final: 4049 ps
Max-Cap Viols: 0
Root Buffer: clkbuf_16
CTS sink count: 128
met2 usage: 44.61%
ys cells: 901
share of cells above drive strength 1: 13.37%
Reg clk slew, reported paths: 60 ps
Final HPWL DP: 15660 um
headroom to the max-slew limit: 44.98%
commonest cells in the netlist: nand2_1, dfxtp_1, a21boi_1
vias in the first global route: 6525
outcome: finished, final reports clean
Largest regs: gen_regfile.my_register.gen_register.my_flip_flop.q: 128 flops
first-pass GRT wire length: 38030 um
area fraction in xor and xnor cells: 0%
met1 GRT Util: 39.58%
syn avg cell area: 8.082 um2
Pleak: 0.002866 uW
most frequent cell after synthesis: nand2_1
Synth Area in Compound Gates: 27.37%
Clock Latency Late Sink: 410 ps
synthesized area: 7282 um2
via density per instance: 5.838
Slew @ Worst Pin: 825.3 ps
grt peak-use layer: met2
cell mode on critical path: clkdlybuf4s50_1
skew final: 0 ps
drt first pass iters: 8
fin crit share: 89.98%
## where the power goes
part	switching (uW)	internal, uW	leakage (uW)
Combinational	198	156	0.00156
Clock	547	798	0.000269
Sequential	20.3	1160	0.00104
Total	765	2110	0.00287
## cell usage in the layout, fill, tap and decap left out, types with 4 or more instances in the layout
cell type	Yosys	layout
a31oi_1	32	32
nand2b_1	4	4
nor2b_1	13	13
nor2_1	40	40
o22ai_1	10	10
mux2i_1	12	12
o32a_1	4	4
inv_6	0	4
o221ai_1	8	8
nor4b_1	14	14
clkbuf_16	0	17
nand4bb_1	4	4
buf_4	13	40
and3_1	5	5
mux2_2	17	17
o221a_2	10	10
nand2_1	269	269
a21boi_0	52	52
a21boi_2	10	10
nand3_1	7	7
clkdlybuf4s50_1	0	56
dfxtp_1	128	128
a221oi_1	30	30
a21boi_1	66	66
inv_1	12	12
a22oi_1	14	14
clkinvlp_4	0	5
a2bb2oi_1	14	14
## final timing paths
kind,slack (ps),depth (start not counted),from,to
min,470,2,flip-flop,flip-flop
min reg2reg,470,2,flip-flop,flip-flop
max reg2reg,3810,2,flip-flop,flip-flop
max,450,5,ra[0],a[0]
## worst register-to-register path: stages, from the launching register on
cell and delay [ps]:
dfxtp_1 390, nand2_1 60, a21boi_0 160
## cell type report
type                       count  area, um2  share of cell area, %
sequential                   128       2562                  30.36
multi-input combinational    663       4074                  48.27
inverter                      12      45.04                 0.5336
clock inverter                13      128.9                  1.527
timing repair buffer         100      895.9                  10.61
clock buffer                  19      452.9                  5.366
tap                          225      281.5                  3.335
## cell families after synthesis
| logic type | count (synthesis) |
|---|---|
| flip-flops | 128 |
| multiplexers | 30 |
| AND-OR/OR-AND | 253 |
| buffers and inverters | 110 |
| AND/OR/NAND/NOR | 380 |
## stage by stage
stage                     utilization [%]  std cells  area [um2]  hold WS, ps
final                               48.13       1160        8441        465.9
after global routing                48.13       1160        8441        493.3
after CTS                           48.13       1160        8441        468.4
after detailed placement            44.81       1128        7859        460.5
after global placement              44.81       1128        7859        456.3
after floorplan                         -        901        7282        438.5
## layer usage
metal / up-vias / part of all wire, %
met3: 42 / 7.4
met5: - / 0
met2: 278 / 46
li1: 3212 / -
met4: 0 / 2.5
met1: 3240 / 44
Power and IR drop assume default switching activity.
