===== design/flow/config.mk =====
export PLATFORM = sky130hd
export DESIGN_NAME = rob
export DESIGN_NICKNAME = rob
export VERILOG_FILES = /design/flow/design.v
export SDC_FILE = /design/flow/constraint.sdc
export NUM_CORES = 4
export LEC_CHECK = 1
export CORE_UTILIZATION = 50

===== design/flow/constraint.sdc =====
current_design rob

set clk_period 12.1
set clk_io_pct 0.2

create_clock -name clk0 -period $clk_period [get_ports {clk}]

set non_clock_inputs [all_inputs -no_clocks]
set_input_delay [expr $clk_period * $clk_io_pct] -clock clk0 $non_clock_inputs
set_output_delay [expr $clk_period * $clk_io_pct] -clock clk0 [all_outputs]

===== design/flow/design.v =====
module rob#(parameter ROB_REGISTER_SIZE=41, 
           parameter ROB_NUM_REGS=8,
           parameter LOG_ROB_NUM_REGS=3)(
  input clk,
  input reset,
  input [2:0]   slot_id_input_sp,
  input [1:0]   valid_exception_input_sp,
  input [2:0]   addr_result_input_sp,
  input [15:0]  result_input_sp,
  input [15:0]  pc_input_sp,
  input         write_enable_input_sp, 
  input [1:0]   ex_vector_input_sp,
  input         ticketWE_input_sp, 
  input         ldBYTE,
  input [2:0]   slot_id_input_lp,
  input [1:0]   valid_exception_input_lp,
  input [2:0]   addr_result_input_lp,
  input [15:0]  result_input_lp,
  input [15:0]  pc_input_lp,
  input         write_enable_input_lp,
  input [1:0]   ex_vector_input_lp, 
  input ticketWE_input_lp, 
  input tail_increment_enable,
  input [2:0]rb,  
  input [2:0]rc,  
  output [15:0] result_head,
  output [2:0] addr_result_head,
  output        write_enable_RB,
  output [15:0] pc_output,
  output [1:0]  ex_vector_head,
  output ldBYTE_output,
  output reg[2:0]tail,
  output[ROB_REGISTER_SIZE-1:0] b,
  output[ROB_REGISTER_SIZE-1:0] c,
  output reg  empty
  );
  wire [2:0]increment_tail;
  wire [2:0]increment_head;
  reg [2:0]     head;
  wire[1:0]     valid_exception_head;
  reg enable_increment_head;
   rob_register_file #(ROB_NUM_REGS, LOG_ROB_NUM_REGS, ROB_REGISTER_SIZE) reorder_buffer(
  .clk(clk), 
  .reset(reset),
  .ra(head), 
  .a({addr_result_head, result_head,
      valid_exception_head, pc_output, ex_vector_head, ldBYTE_output, write_enable_RB}),
  .rb(rb),
  .b(b),
  .rc(rc),
  .c(c),
  .writeAddr_b(slot_id_input_sp),
  .d_b({addr_result_input_sp, result_input_sp, valid_exception_input_sp,
    pc_input_sp, ex_vector_input_sp, ldBYTE, write_enable_input_sp}),
  .writeEnable_b(ticketWE_input_sp),
  .d_a(41'h0000000000),
  .writeAddr_a(tail),
  .writeEnable_a(1'b1),
  .writeAddr_c(slot_id_input_lp),
  .d_c({addr_result_input_lp, result_input_lp, valid_exception_input_lp,
    pc_input_lp, ex_vector_input_lp, 1'b0, write_enable_input_lp}),
  .writeEnable_c(ticketWE_input_lp)
  );
  register #(LOG_ROB_NUM_REGS) tail_aux(
  .clk(clk),
  .reset(reset),
  .enable(tail_increment_enable),
  .d((increment_tail +1'b1)),
  .q(increment_tail)
  );
  register #(LOG_ROB_NUM_REGS) head_aux(
  .clk(clk),
  .reset(reset),
  .enable(enable_increment_head),
  .d((increment_head +1'b1)),
  .q(increment_head)
  );
  always @ (*)
  begin
      if(valid_exception_head==2'b10) begin 
        enable_increment_head<=1'b1;
      end
      else begin
        enable_increment_head<=1'b0;
      end
  end
  always @ (*)
  begin
    if((tail-head)==0 | (tail-head==1))begin
      empty<=1'b1;
    end
    else begin
      empty<=1'b0;
    end
    tail <=increment_tail;
    head <=increment_head;
  end
  always @ (*)
  begin
    if(reset==0)begin
        tail<=0;
        head<=0;
    end
  end
endmodule
module rob_register_file#(parameter NUM_REGISTERS = 8, parameter LOG_NUM_REGISTERS=3, parameter WIDTH = 41)
( 
  input clk,
  input [LOG_NUM_REGISTERS-1:0]ra,
  output reg [WIDTH-1:0] a,
  input [LOG_NUM_REGISTERS-1:0]rb,
  output reg [WIDTH-1:0] b,
  input [LOG_NUM_REGISTERS-1:0]rc,
  output reg [WIDTH-1:0] c,
  input [WIDTH-1:0] d_a,
  input [LOG_NUM_REGISTERS-1:0] writeAddr_a,
  input writeEnable_a, 
  input [WIDTH-1:0] d_b,
  input [LOG_NUM_REGISTERS-1:0] writeAddr_b,
  input writeEnable_b, 
  input [WIDTH-1:0] d_c,
  input [LOG_NUM_REGISTERS-1:0] writeAddr_c,
  input writeEnable_c, 
  input reset
  );
  wire [NUM_REGISTERS-1:0]write_enable_reg;
  wire [2*NUM_REGISTERS-1:0] port_sel__mux;
  wire [WIDTH*NUM_REGISTERS - 1:0] mux_out__reg_in;
  wire [WIDTH*NUM_REGISTERS - 1:0]concatenated_outputs;  
  always @(*)
    begin
      case(ra)
        3'b000: a <= concatenated_outputs[WIDTH-1:0];
        3'b001: a <= concatenated_outputs[2*WIDTH-1:WIDTH];
        3'b010: a <= concatenated_outputs[3*WIDTH-1:2*WIDTH];
        3'b011: a <= concatenated_outputs[4*WIDTH-1:3*WIDTH];
        3'b100: a <= concatenated_outputs[5*WIDTH-1:4*WIDTH];
        3'b101: a <= concatenated_outputs[6*WIDTH-1:5*WIDTH];
        3'b110: a <= concatenated_outputs[7*WIDTH-1:6*WIDTH];
        3'b111: a <= concatenated_outputs[8*WIDTH-1:7*WIDTH];
        default: a <= {36'hxxxxxxxxx,5'bxxxxx};
      endcase
      case(rb)
        3'b000: b <= concatenated_outputs[WIDTH-1:0];
        3'b001: b <= concatenated_outputs[2*WIDTH-1:WIDTH];
        3'b010: b <= concatenated_outputs[3*WIDTH-1:2*WIDTH];
        3'b011: b <= concatenated_outputs[4*WIDTH-1:3*WIDTH];
        3'b100: b <= concatenated_outputs[5*WIDTH-1:4*WIDTH];
        3'b101: b <= concatenated_outputs[6*WIDTH-1:5*WIDTH];
        3'b110: b <= concatenated_outputs[7*WIDTH-1:6*WIDTH];
        3'b111: b <= concatenated_outputs[8*WIDTH-1:7*WIDTH];
        default: b <= {36'hxxxxxxxxx,5'bxxxxxx};
      endcase
      case(rc)
        3'b000: c <= concatenated_outputs[WIDTH-1:0];
        3'b001: c <= concatenated_outputs[2*WIDTH-1:WIDTH];
        3'b010: c <= concatenated_outputs[3*WIDTH-1:2*WIDTH];
        3'b011: c <= concatenated_outputs[4*WIDTH-1:3*WIDTH];
        3'b100: c <= concatenated_outputs[5*WIDTH-1:4*WIDTH];
        3'b101: c <= concatenated_outputs[6*WIDTH-1:5*WIDTH];
        3'b110: c <= concatenated_outputs[7*WIDTH-1:6*WIDTH];
        3'b111: c <= concatenated_outputs[8*WIDTH-1:7*WIDTH];
        default: c <= {36'hxxxxxxxxx,5'bxxxxxx};
      endcase
    end
  genvar i;
  generate
    for (i=0; i<NUM_REGISTERS; i=i+1)
      begin: gen_regfile
        register #(WIDTH) my_register(.clk(clk), .d(mux_out__reg_in[(i + 1)*WIDTH - 1:i*WIDTH]),
          .enable(write_enable_reg[i]), 
          .reset(reset), 
          .q(concatenated_outputs[(i + 1)*WIDTH - 1:i*WIDTH]));
      end  
  endgenerate
  generate
    for (i=0; i<NUM_REGISTERS; i=i+1)
      begin: control_multi_writting
      port_selector #(3, 2) my_port_selector(.addr_a(writeAddr_a), .addr_b(writeAddr_b), 
       .addr_c(writeAddr_c), .we_a(writeEnable_a), .we_b(writeEnable_b), .we_c(writeEnable_c),
       .fixed_addr(i[2:0]), .we_output(write_enable_reg[i]), 
       .sel(port_sel__mux[i*2+1:i*2]));
      mux4_ #(WIDTH) my_mux(.a(d_a), .b(d_b), .c(d_c), .d({36'hxxxxxxxxx,5'bxxxxxx}), 
            .sel(port_sel__mux[i*2+1:i*2]),
            .out(mux_out__reg_in[(i + 1)*WIDTH - 1:i*WIDTH]));
      end 
  endgenerate
endmodule
module flip_flop(clk, d, enable, reset, q);
input clk, d, enable, reset;
output reg q;
always @(posedge clk)
begin
    if (reset == 0) begin
      q <= 0;  
    end
  else if (enable === 1) begin
      q <= d;
  end 
end
endmodule
module mux4_#(parameter WIDTH=16)(
  input [WIDTH-1:0] a,
  input [WIDTH-1:0] b,
  input [WIDTH-1:0] c,
  input [WIDTH-1:0] d,
  input [1:0] sel, 
  output reg   [WIDTH-1:0] out);
  always @(*)
  begin
    case(sel)
      2'b00 : out<=a;
      2'b01 : out<=b;
      2'b10 : out<=c;
      2'b11 : out<=d;
      default : out<= 16'hxxxx;
    endcase
  end
endmodule
module port_selector #(parameter ADDR_WIDTH=3, parameter LOG_PORT_NUM=2)(
	input[ADDR_WIDTH-1:0] addr_a,
	input[ADDR_WIDTH-1:0] addr_b,
	input[ADDR_WIDTH-1:0] addr_c,
	input we_a,
	input we_b,
	input we_c,
	input[ADDR_WIDTH-1:0] fixed_addr,  
	output reg we_output,
	output reg[LOG_PORT_NUM-1:0]sel  
);
	always @(*)begin
		if(we_a==1 & addr_a==fixed_addr) begin
			we_output<=1'b1;
			sel<=2'b00;  
		end
		else if(we_b==1 & addr_b==fixed_addr) begin
			we_output<=1'b1;
			sel<=2'b01; 
		     end
		else if(we_c==1 & addr_c==fixed_addr) begin
			we_output<=1'b1;
			sel<=2'b10;
		     end
		else begin
			we_output<=1'b0;
			sel<=2'b00;	
		end
	end
endmodule
module register#(parameter WIDTH = 16)
(
  input clk,
  input [WIDTH-1:0] d,
  input enable,
  input reset,
  output [WIDTH-1:0] q
  );
  genvar i;
  generate
    for (i=0; i< WIDTH; i=i+1)
      begin: gen_register
        flip_flop my_flip_flop(.clk(clk), .d(d[i]), .enable(enable), 
          .reset(reset), .q(q[i]));
      end
  endgenerate
endmodule

===== design/flow/run.sh =====
#!/bin/bash
# OpenROAD 26Q1-2900-gdf79404cd8, Yosys 0.63+post, stock flow scripts
make -C /OpenROAD-flow-scripts/flow DESIGN_CONFIG=/design/flow/config.mk WORK_HOME=/design/flow/orfs finish

==> flow_metrics.env <==
# implementation run metrics
export IMPL_io_pins=223
export IMPL_drtPass1Iterations=5
export IMPL_synth_warnings=17
export IMPL_yosysUniqueCellTypes=44
export IMPL_fp_dieH_um=185
export IMPL_lay_top_cells="560 x nand2_1, 287 x dfxtp_1, 280 x a31oi_1"
export IMPL_edf_count=0
export IMPL_p_per_area_nw_per_um2=124
export IMPL_hold_ws_ns=0.487
export IMPL_instances_no_fill=2649
export IMPL_maxCapViolCount=0
export IMPL_crit_cells=6
export IMPL_cts_root_buf="clkbuf_16"
export IMPL_antenna_left=0
export IMPL_cp_end_kind="output pin"
export IMPL_slowest_delay_ns=0.81
export IMPL_yosysChipArea_um2=16800
export IMPL_drtIter0Drc=1855
export IMPL_hold_path_class="register to register"
export IMPL_finalSetupViolations=0
export IMPL_grt_util_all_layers_pct=41.5
export IMPL_clk_pin_slew_worst_paths_ns=0.06
export IMPL_report_final_hold_viol_count=0
export IMPL_worst_path_buf_inv=3
export IMPL_criticalPathCategory="primary input to output pin"
export IMPL_die_x_um=185
export IMPL_relSlewSlack_pct=37.4
export IMPL_fin_tns_setup_ns=0
export IMPL_post_cts_buffers=0
export IMPL_htree_levels=2
export IMPL_p_leak_nw=6.44
export IMPL_via_per_inst=6.69
export IMPL_area_leaders="dfxtp_1 34%, nand2_1 13%, a31oi_1 10%"
export IMPL_first_global_vias=16400
export IMPL_synthToLayoutAreaGrowth_pct=15.6
export IMPL_route_vias_total=17700
export IMPL_crit_start="rc[0]"
export IMPL_crit_top_cell="buf_4"
export IMPL_drc=0
export IMPL_finalCritPeriodShare_pct=65.3
export IMPL_met1_length_um=27400
export IMPL_postCtsHoldBufs=0
export IMPL_synth_async_reset_ratio_pct=0
export IMPL_critical_path_top_delay_family="buffers and inverters"
export IMPL_post_place_ws_ns=4.34
export IMPL_place_congestion=0.894
export IMPL_yosysSeqAreaShare_pct=34.3
export IMPL_num_rows=66
export IMPL_warning_count=33
export IMPL_drive_gt1_share_pct=8.98
export IMPL_antenna_found_initial=1
export IMPL_crit_path_cell_trace="buf_4 -> buf_4 -> and2b_1 -> a22oi_1 -> o221ai_1 -> clkdlybuf4s50_1"
export IMPL_cp_slowest_cell="and2b_1"
export IMPL_yosysCellCount=2161
export IMPL_crit_fanout=41
export IMPL_grt_pass1_wl_um=102000
export IMPL_worst_ep_arrival_time_ns=5.48
export IMPL_initCoreUtil_pct=51.2
export IMPL_max_slew_worst_pin_slew_ns=0.940
export IMPL_synth_top_area_share_pct=34.3
export IMPL_rsz0062_at_grt="no"
export IMPL_wl_per_cell_um=25.9
export IMPL_fin_skew_ns=0
export IMPL_design_area_um2=19400
export IMPL_cts_resized_gates=0
export IMPL_ff_type="dfxtp_1"
export IMPL_layout_top_cell="nand2_1"
export IMPL_ir_drop_v=0.000105
export IMPL_cts_tree="built"
export IMPL_cts_made_buffers=35
export IMPL_io_buffers=178
export IMPL_synthesis_area_um2=16800
export IMPL_highest_layer="met4"
export IMPL_slew_viol_final=0
export IMPL_core_area_um2=32800
export IMPL_r2r_cells=2
export IMPL_required_ns=9.68
export IMPL_gr_total_overflow=0
export IMPL_min_path_cells=2
export IMPL_grt_max_degree=176
export IMPL_regToRegSetupSlack_ns=11.37
export IMPL_clockBufferDepth=3
export IMPL_postSynthCellCount=2161
export IMPL_cts_sinks=287
export IMPL_startpoint_type="primary input"
export IMPL_timing_fmax_mhz=127
export IMPL_postPlaceCellArea_um2=18300
export IMPL_die_area_um2=34300
export IMPL_avgSynthCellArea_um2=7.76
export IMPL_dr_wl_met3_um=8920
export IMPL_placed_cells=2593
export IMPL_clkLatencyLatePin_ns=0.51
export IMPL_dr_wl_met2_um=29300
export IMPL_ys_seq_elements=287
export IMPL_routed_wl_um=68600
export IMPL_layout_setup_ws_ns=4.20
export IMPL_dp_hpwl_um=36100
export IMPL_status="completed"
export IMPL_synth_area_leader_cell="dfxtp_1"
export IMPL_finalCriticalPeriod_ns=7.90
-- through the flow --
stage                     utilization (%)  power (mW)
after global routing                 59.1        2.49
after floorplan                         -        1.25
after global placement               55.9        1.41
after CTS                            59.1        2.41
after detailed placement             55.9        1.41
final                                59.1        2.41
-- layout make-up --
| cell class | count | area [µm²] |
|---|---|---|
| well taps | 442 | 553 |
| clock inverters | 1 | 5.00 |
| multi-input cells | 1607 | 9760 |
| repair buffers | 227 | 2140 |
| flip-flops and latches | 287 | 5750 |
| clock buffers | 53 | 1070 |
| diodes | 2 | 5.00 |
| inverters | 30 | 113 |
| fillers | 2899 | 13400 |
-- synthesized netlist by cell type (7+ instances only) --
master     number
o2bb2ai_1      29
o21ai_0       220
inv_1          30
a22oi_1        72
buf_4          58
a221o_1        31
mux4_2         27
nor2_1          9
a22o_1         59
o221ai_1       24
buf_2          74
dfxtp_1       287
a21oi_1        27
a31oi_1       280
nand2_1       560
a221oi_1       27
o21ai_1        60
mux2_2         47
mux2i_1        32
and3_1          8
o21a_1          7
buf_6           9
clkbuf_1      134
-- worst max path at each step --
stage         slack (ns)    end
finish              4.20   c[1]
global route        4.21  c[11]
CTS                 4.32  c[11]
-- power breakdown --
part	internal, mW	leakage [nW]	switching, mW
sequential	0.992	2.34	0.0341
combinational	0.154	3.57	0.223
clock	0.601	0.527	0.408
total	1.75	6.44	0.665
-- cell families after synthesis --
group	synth area share, %
AOI/OAI and AO/OA	32.3
and+or+nand+nor	15.1
buffers and inverters	9.15
DFF	34.3
muxes	9.18
other	0.0448
-- layer usage --
layer,vias to the layer above,track usage (%)
met5,-,0
met4,0,15.2
met3,220,13.4
met2,1226,59.4
met1,8334,60.0
li1,7942,-
-- worst min-delay path, cell delays in order, from the launching register on --
cell     delay [ns]
dfxtp_1        0.32
nand2_1        0.05
a31oi_1        0.07
Power and IR drop assume default switching activity.
